### flow/run.sh
#!/bin/bash
# OpenROAD 26Q1-2900-gdf79404cd8, Yosys 0.63+post, stock flow scripts
make -C /OpenROAD-flow-scripts/flow DESIGN_CONFIG=/design/flow/config.mk WORK_HOME=/design/flow/orfs finish
### flow/config.mk
export PLATFORM = sky130hd
export DESIGN_NAME = divisor
export DESIGN_NICKNAME = divisor
export VERILOG_FILES = /design/flow/design.v
export SDC_FILE = /design/flow/constraint.sdc
export NUM_CORES = 4
export LEC_CHECK = 1
export CORE_AREA = 10 10 88 88
export DIE_AREA = 0 0 98 98
### flow/constraint.sdc
current_design divisor

set clk_period 3.6
set clk_io_pct 0.2

create_clock -name clk0 -period $clk_period [get_ports {clk}]

set non_clock_inputs [all_inputs -no_clocks]
set_input_delay [expr $clk_period * $clk_io_pct] -clock clk0 $non_clock_inputs
set_output_delay [expr $clk_period * $clk_io_pct] -clock clk0 [all_outputs]
### flow/design.v
`timescale 1ns / 1ps
module divisor(input init,
					input [3:0] divendo,
					input [3:0] divsor,
					input clk,
					output reg [3:0] cociente,
					output reg done
					);
reg [3:0] A, B;      
reg [3:0] n;		 
reg [2:0] status;
reg resta, reset;
reg contar;
wire count, error;
assign count = (B <= A)?1:0;
assign error = (B == 4'b0000)?1:0;
always @(negedge clk)begin
    if(reset) begin
		A = divendo[3:0];
		B = divsor[3:0];
		n = 0;
	end else if (resta) begin
			A = A - B;
	end
	if (contar && count) begin
			n = n + 1;
	end
end
always @(negedge clk) begin
	if (done) begin
	   if (error) begin
	       cociente = 4'b1110;  
	   end else begin
	       cociente = n;
	   end
	end
end
parameter START = 0, CHECK = 1,RESTA = 2, END = 3;
always @(posedge clk) begin
	case(status)
		START: begin
			resta <= 0;
			contar <= 0;
			if(init) begin
				done <= 0;
				reset <= 1;
				status <= CHECK;
			end
		end
		CHECK : begin
			resta <= 0;
			done <= 0;
			reset <= 0;
			if (error) begin
                contar <= 0;
				status <= END;
            end else if (count)begin
                contar <= 1;
				status <= RESTA;
			end else begin
			    contar <= 0;
				status <= END;
			end
		end
		RESTA: begin
			resta <= 1;
			contar <= 0;
			done <= 0;
			reset <= 0;
			status <= CHECK;
		end
		END: begin
			resta <= 0;
			contar <= 0;
			done <= 1;
			reset <= 0;
			status <= START;			
		end
		default: status <= START;
	endcase
end
endmodule
==> metrics.cfg <==
[floorplan]
die.size.x_um=98
num_io_pins=15
initial_utilization_pct=17.5
die-area_um2=9600
die-height_um=98
rows=28
core_region_area_um2=5920

[pwr]
leakagePower_nw=0.630
power_density_nw_per_um2=808
power_mw=1.18
vdd_drop_max_v=0.000194

[global_routing]
grt_pass1_wl_mm=3.02
first_global_vias=695
grt_start_max_net_pins=14
grt_use_total_pct=3.80
number_of_antenna_violations_at_the_first_check_in_global_routing=0
gr-total-overflow=0

[logic_synthesis]
synth_sequential_area_ratio_pct=59.8
yosys_cells=80
post_synth_inst_count=80
synth-warning-count=1
post_synth_num_cell_types=27
syn_avg_cell_area_um2=13.0
ys_area_um2=1040
ys_ff=22
synthesis.area_um2=1040

[clocking]
number_of_clock_sinks=22
ctsRootBufferMaster=clkbuf_8
cts_tree=done
clk_pin_slew_ns=0.08
clk-insertion-delay-late_ns=0.33
max-clock-path-buffers=2
cts_max_level=1
cts_made_buffers=3

[layout]
fraction_of_layout_instances_using_a_drive_strength_above_1_pct=21.7
n_fill_cell=607
area_growth_pct=40.7
finalInstanceArea_um2=1460

[setup_path]
cp_max_fo=3
worstSetupPathType=reg2reg
timing.critical_path.required_ns=3.63
critical_path.startpoint_type=register
endpoint_kind=register
crit_arrival_ns=3.62

[detailed_routing]
num_vias=677
route.detailed.wl_per_inst_um=9.39
vias_per_cell=3.47
route.final.wire_length_mm=1.83
drt_iter0_markers=1
drt_first_pass_iters=4
post_detailed_route_count_of_antenna_violating_nets=0
antenna_cells_inserted=0
detail_route.drc_violations=0

[place]
port-buffer-count=14
place_area_um2=1310
post-place-ws_ns=-0.0363
gp_weighted_congestion=0.732
place_hpwl_mm=1.40

[final_timing]
clock-skew-final_ns=0.0723
setup_violations=0
summed_negative_setup_slack_over_all_endpoints_ns=0
grt_setup_unrepaired=yes
layout_setup_ws_ns=0.0130
final-max-slew-violation-count=0
hold_slack_ns=0.505
final_hold_viol_count=0

[flow_run]
number_of_openroad_warnings=42
max-cap-violations=0

[hold_path]
hold_path.class=reg2reg

[run_status]
result_of_the_run=completed

==> cell usage after synthesis <==
cell | number | area [um^2]
a21oi_1 | 2 | 10.0
and2_1 | 2 | 12.5
and3_1 | 1 | 6.26
buf_2 | 1 | 5.00
conb_1 | 1 | 3.75
dfxtp_1 | 4 | 80.1
edfxtp_1 | 18 | 541
fa_1 | 1 | 20.0
ha_1 | 5 | 62.6
inv_1 | 7 | 26.3
mux2_2 | 1 | 11.3
mux2_4 | 1 | 15.0
mux2i_1 | 1 | 10.0
nand2_1 | 3 | 11.3
nand2_2 | 1 | 6.26
nand3_1 | 2 | 10.0
nor2_1 | 1 | 3.75
nor2b_1 | 9 | 56.3
nor3_1 | 1 | 5.00
nor4_4 | 1 | 21.3
o21a_1 | 2 | 15.0
o21ai_0 | 2 | 10.0
o21ai_2 | 1 | 8.76
o31ai_1 | 1 | 7.51
or2_2 | 4 | 25.0
or3_1 | 3 | 18.8
xnor2_1 | 4 | 35.0
==> metrics by stage <==
| step | std cells | util (%) |
|---|---|---|
| finish | 195 | 24.6 |
| detailed placement | 174 | 22.1 |
| CTS | 193 | 24.2 |
| floorplan | 81 | - |
| global placement | 174 | 22.1 |
| global route | 195 | 24.6 |
==> worst max-delay path: stages, from the launching register on <==
cell      delay [ns]
edfxtp_1        0.35
inv_1           0.07
ha_2            0.19
inv_2           0.04
fa_2            0.36
a21oi_2         0.12
o21ai_2         0.09
nor2b_4         0.14
and2_4          0.14
==> what timing repair did <==
item	4_1_cts	5_1_grt
setup buffers	0	2
gates resized	6	5
endpoints found under the setup margin	5	2
pin swaps	1	3
hold buffers	0	0
==> routing by layer <==
layer | part of all wire, % | vias to the layer above | global-route usage, %
met5 | 0 | - | 0
met3 | 9.1 | 2 | 1.99
li1 | - | 357 | -
met2 | 46 | 13 | 6.45
met1 | 44 | 305 | 4.21
met4 | 0.66 | 0 | 0.559
==> registers in the layout, indices dropped and copies added, names as in the netlist <==
register / flops
A: 4
B: 4
cociente: 4
n: 4
status: 2
contar: 1
done: 1
reset: 1
resta: 1
==> cell usage in the layout (no fill, tap or decap), types with 2 or more instances in the layout <==
cell,instances
nand2_1,3
clkbuf_8,3
or3_1,3
nand3_1,2
dfxtp_1,4
ha_1,4
inv_1,21
clkdlybuf4s50_1,10
dlygate4sd2_1,4
conb_1,2
xnor2_1,4
o21ai_0,2
o21a_1,2
nor2b_1,8
edfxtp_1,18
buf_4,7
or2_2,4
==> cells by family (layout without fill, tap and decap cells) <==
group	Yosys count	in the layout	synth area share, %
and+or+nand+nor	28	28	17.0
xor gates and xnor gates	4	4	3.38
buffers and inverters	8	47	3.02
DFF	22	22	59.8
AOI/OAI and AO/OA	8	8	4.95
adders and majority gates	6	6	7.96
other	1	2	0.362
muxes	3	3	3.50
==> layout make-up <==
type                    instances  area, um^2  share of cell area, %
clock buffers                   4        66.3                   4.55
clock inverters                16        60.1                   4.12
inverters                       6        22.5                   1.54
multi-input cells              51         408                   28.0
flip-flops and latches         22         621                   42.5
well taps                      75        93.8                   6.43
repair buffers                 21         188                   12.9
==> final timing paths <==
| path | from | endpoint | slack [ns] | cells after the start |
|---|---|---|---|---|
| hold / removal | n[1]$_DFF_N_ | cociente[1]$_SDFFCE_NP1P_ | 0.50 | 1 |
| setup reg to reg | A[0]$_DFFE_NP_ | contar$_SDFFCE_PP0P_ | 0.01 | 8 |
| setup / recovery | A[0]$_DFFE_NP_ | contar$_SDFFCE_PP0P_ | 0.01 | 8 |
| hold reg to reg | n[1]$_DFF_N_ | cociente[1]$_SDFFCE_NP1P_ | 0.50 | 1 |
==> where the power goes <==
group / switching, mW / internal, mW / total, mW
combinational: 0.187 / 0.250 / 0.437
clock: 0.120 / 0.144 / 0.264
sequential: 0.0653 / 0.413 / 0.478
Power figures rest on the tool's default switching activity, not on a simulated workload.
