===== ./run.sh =====
#!/bin/bash
# OpenROAD 26Q1-2900-gdf79404cd8, Yosys 0.63+post, stock flow scripts
make -C /OpenROAD-flow-scripts/flow DESIGN_CONFIG=/design/flow/config.mk WORK_HOME=/design/flow/orfs finish

===== ./config.mk =====
export PLATFORM = sky130hd
export DESIGN_NAME = display
export DESIGN_NICKNAME = display
export VERILOG_FILES = /design/flow/design.v
export SDC_FILE = /design/flow/constraint.sdc
export NUM_CORES = 4
export LEC_CHECK = 1
export CORE_AREA = 10 10 101 101
export DIE_AREA = 0 0 111 111

===== ./constraint.sdc =====
current_design display

set clk_period 3.9
set clk_io_pct 0.2

create_clock -name clk0 -period $clk_period [get_ports {clk}]

set non_clock_inputs [all_inputs -no_clocks]
set_input_delay [expr $clk_period * $clk_io_pct] -clock clk0 $non_clock_inputs
set_output_delay [expr $clk_period * $clk_io_pct] -clock clk0 [all_outputs]

===== ./design.v =====
module BCDtoSSeg (BCD, SSeg);
  input [7:0] BCD;
  output reg [6:0] SSeg;
always @ ( * ) begin
  case (BCD)
	4'b0000: SSeg = 7'b0000001;  
	4'b0001: SSeg = 7'b1001111;  
	4'b0010: SSeg = 7'b0010010;  
	4'b0011: SSeg = 7'b0000110;  
	4'b0100: SSeg = 7'b1001100;  
	4'b0101: SSeg = 7'b0100100;  
	4'b0110: SSeg = 7'b0100000;  
	4'b0111: SSeg = 7'b0001111;  
	4'b1000: SSeg = 7'b0000000;  
	4'b1001: SSeg = 7'b0000100;  
    4'ha: SSeg = 7'b0001000;  
    4'hb: SSeg = 7'b1100000;
    4'hc: SSeg = 7'b0110001;
    4'hd: SSeg = 7'b1000010;
    4'he: SSeg = 7'b0110000;
    4'hf: SSeg = 7'b0111000;
    default:
    SSeg = 0;
    endcase
end
endmodule
`timescale 1ns / 1ps
module display(
    input [15:0] num,
    input clk,
    output [0:6] sseg,
    output reg [7:0] an,
	 input rst
    );
reg [7:0]bcd=0;
BCDtoSSeg bcdtosseg(.BCD(bcd), .SSeg(sseg));
reg [26:0] cfreq=0;
wire enable;
assign enable = cfreq[16];
assign led =enable;
always @(posedge clk) begin
  if(rst==1) begin
		cfreq <= 0;
	end else begin
		cfreq <=cfreq+1;
	end
end
reg [1:0] count =0;
always @(posedge enable) begin
		if(rst==1) begin
			count<= 0;
			an<=4'b1111; 
		end else begin 
			count<= count+1;
			an<=4'b1101; 
			case (count) 
				2'h0: begin bcd <= num[3:0];   an<=4'b1110; end  
				2'h1: begin bcd <= num[7:4];   an<=4'b1101; end  
				2'h2: begin bcd <= num[11:8];  an<=4'b1011; end  
				2'h3: begin bcd <= num[15:12]; an<=4'b0111; end  
			endcase
		end
end
endmodule

==> CHANGELOG.md <==
### Metrics

- Ant diodes: 0
- Worst Reg2Reg Path Length in Cells: 5
- Top-count cell post-synth: dfxtp_1
- Max-slew headroom: 54.1%
- Slack of the worst reg-to-reg path: 2400 ps
- Insertion Delay late pin: 250 ps
- Die area: 12300 um^2
- Crit path DRT: 4040 ps
- Detailed Route Iter0 Violations: 106
- Power per Cell Area: 179 nW/um^2
- # DRC: 0
- Synth cell types: 29
- Cell Rows: 33
- Vias in the first global route: 1051
- Top area contributor share: 31.3%
- H-Tree Depth: 1
- Routed Antenna Nets: 0
- Slowest-stage cell, CP: clkdlybuf4s50_1
- Cells in synth_stat.txt: 159
- RSZ-0062 raised after global routing: no
- Routability congestion estimate: 0.792
- Synth Register Bits: 27
- CP Max Fanout: 20
- Post-CTS Setup Bufs: 0
- Port buffer count: 28
- Max Slew Vio Count: 0
- Peak Freq: 0.478 GHz
- Clock transition at the registers of the reported paths: 70 ps
- Die width: 111 um
- Max-cap violation count: 0
- CTS Buffer Depth: 2
- Pin count of the biggest net entering global routing: 21
- Endpoints left unconstrained: 25
- Peak VDD IR: 0.265 mV
- WS Path Type: in -> reg
- Setup TNS Final: 0 ps
- CTS resizes: 0
- Total CTS buffers: 3
- Final hold violation count: 0
- Wire per inst: 10.7 um
- Top cell type by total area after synthesis: dfxtp_1
- Crit. End Element: register
- Gr usage total: 5.03%
- Cells traversed along the worst timing path: clkdlybuf4s50_1 > inv_1 > nand2_1 > mux2i_1
- Synth Instances: 159
- Worst Setup Start Kind: primary input
- Seq/Total Area, Yosys: 39.5%
- DIE HEIGHT: 111 um
- Max incr delay on CP: 910 ps
- Register pins left without a clock: 10
- CTS tree: done
- Fin crit period: 2090 ps
- Detailed Place HPWL: 2450 um
- Log Warnings: 34
- Hold_buf cts: 0
- Total Power: 338 uW
- Worst Hold Class: reg -> reg
- Initial antenna violation count: 0
- Routed via count: 1115
- Area contributors post-synth: dfxtp_1, ha_1, edfxtp_1, mux2i_1, xnor2_1
- Critical Path AT: 2230 ps
- Commonest flop: dfxtp_1
- Period utilization: 53.7%
- Routed vias/inst: 3.84
- YS chip area: 1470 um^2
- Reg-to-reg startpoint: cfreq[0]
- Leakage: 0.702 nW
- Io pins: 33
- Starting Density: 18.1%
- Status: completed
- Synthesized area: 1470 um^2
- CTS Root Cell: clkbuf_8
- Synth cell count leaders: dfxtp_1, nor2_1, inv_1
- Async set-reset flop share out of synthesis: 0%
- Pre-antenna DRT Iters: 5
- Area Growth Syn to Fin: 28.5%
- Final Skew: 4.82 ps
- Slew @ Worst Pin: 686 ps
- Fillers: 853
- CP endpoint: cfreq[15]
- DRT Wirelength: 3090 um
- Congestion Overflow GR: 0
- Core ar.: 8130 um^2
- Reg-to-reg endpoint: cfreq[14]
- CP startpoint: rst
- Total of warnings raised by yosys: 3
- Global-route wire length before repair: 5380 um
- Endpoints failing setup: 0
- EDFF count, synth: 4
- Share of cells above drive strength 1: 5.41%
- Avg Cell Area, Syn: 9.25 um^2
where the power goes:
part / switching (mW) / internal (mW) / leakage (nW)
registers: 0.00346 / 0.178 / 0.227
clock network: 0.0559 / 0.0707 / 0.0255
logic: 0.0110 / 0.0194 / 0.449
sequential cells by signal, summed over array words and instances (netlist names):
| name | count |
|---|---|
| cfreq | 17 |
| count | 2 |
| bcd | 4 |
| an | 4 |
layout by cell type, fill, tap and decap left out, types with 5 or more instances in the layout:
cell type        count
a21oi_1              5
nand3_1              6
nand2_1             11
ha_1                12
inv_1               13
mux2i_1             10
dfxtp_1             23
nor2_1              22
xnor2_1             10
nor3_1               5
clkdlybuf4s50_1     28
cell families (layout without fill, tap and decap cells):
group           Yosys count  after routing  synth area share (%)
buf+inv                  22             45                  6.72
flops                    27             27                  39.5
fa+ha+maj                12             12                  10.2
mux                      11             11                  8.33
xor+xnor                 12             12                  7.14
compound gates           15             15                  7.06
simple gates             59             59                  20.8
other cells               1              4                 0.255
per-layer routing:
metal,wire (um),GRT usage [%],up-vias
met1,1640,8.02,494
li1,-,-,583
met5,0,0,-
met4,17,0.347,0
met3,191,1.31,2
met2,1240,6.76,36
through the flow:
stage | std cells | hold WS (ps) | instance area, um^2 | worst slack, ps | utilization [%]
CTS | 290 | 487 | 1890 | 1810 | 23.2
floorplan | 162 | 441 | 1480 | 2380 | -
global route | 290 | 508 | 1890 | 1620 | 23.2
detailed placement | 286 | 476 | 1840 | 1540 | 22.7
finish | 290 | 483 | 1890 | 1810 | 23.2
global placement | 286 | 467 | 1840 | 1580 | 22.7
how the worst min path moves through the flow:
stage / from / endpoint / slack (ps) / depth (start not counted)
CTS: cfreq[15] / cfreq[15] / 490 / 2
global route: cfreq[0] / cfreq[0] / 510 / 1
finish: cfreq[0] / cfreq[0] / 480 / 1
area by class of cell:
class / instances / area [um^2] / area share [%]
Timing Repair Buffer: 28 / 280 / 14.8
Inverter: 13 / 48.8 / 2.58
Tap cell: 105 / 131 / 6.95
Clock buffer: 3 / 41.3 / 2.18
Multi-Input combinational cell: 113 / 803 / 42.5
Clock inverter: 1 / 5.00 / 0.265
Sequential cell: 27 / 581 / 30.7
worst max-delay path: cells and delay by family:
kind / cells / cell delay (ps)
buffers and inverters: 2 / 1230
AND/OR/NAND/NOR: 1 / 140
multiplexers: 1 / 70
Power figures rest on the tool's default switching activity, not on a simulated workload.
