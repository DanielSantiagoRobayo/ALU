==> flow/run.sh <==
#!/bin/bash
# OpenROAD 26Q1-2900-gdf79404cd8, Yosys 0.63+post, stock flow scripts
make -C /OpenROAD-flow-scripts/flow DESIGN_CONFIG=/design/flow/config.mk WORK_HOME=/design/flow/orfs finish
==> flow/config.mk <==
export PLATFORM = sky130hd
export DESIGN_NAME = restador
export DESIGN_NICKNAME = restador
export VERILOG_FILES = /design/flow/design.v
export SDC_FILE = /design/flow/constraint.sdc
export NUM_CORES = 4
export LEC_CHECK = 1
export CORE_AREA = 10 10 70 70
export DIE_AREA = 0 0 80 80
==> flow/constraint.sdc <==
current_design restador

set clk_period 1.6
set clk_io_pct 0.2

create_clock -name clk0 -period $clk_period [get_ports {clk}]

set non_clock_inputs [all_inputs -no_clocks]
set_input_delay [expr $clk_period * $clk_io_pct] -clock clk0 $non_clock_inputs
set_output_delay [expr $clk_period * $clk_io_pct] -clock clk0 [all_outputs]
==> flow/design.v <==
`timescale 1ns / 1ps
module restador(init, clk, portA, portB, resta);
	input init, clk;
	input [3:0] portA;
	input [3:0] portB;
	output [7:0] resta;
	reg [3:0] A, B, r;
	assign resta = r;
	always @(posedge clk) begin
		A = portA;
		B = portB;
		if(A < B) begin		
			A[0] = (A[0] == 1'b1) ? 0 : 1;
			A[1] = (A[1] == 1'b1) ? 0 : 1;
			A[2] = (A[2] == 1'b1) ? 0 : 1;
			A[3] = (A[3] == 1'b1) ? 0 : 1;
			A = A + 4'b0001;
			r = A + B;
		end else if(A == B) begin
			r = 3'b0000;
		end
		else if(A > B) begin
			B[0] = (B[0] == 1'b1) ? 0 : 1;
			B[1] = (B[1] == 1'b1) ? 0 : 1;
			B[2] = (B[2] == 1'b1) ? 0 : 1;
			B[3] = (B[3] == 1'b1) ? 0 : 1;
			B = B + 4'b0001;
			r = A + B;	
		end
	end	
endmodule
==> out/qor.rpt <==
=================================================================================================
Largest voltage drop on the vdd net                                                    0.000120 V
Static leakage power                                                                     0.347 nW
Filler cell count in the final layout                                                         379
Global route total overflow                                                                     0
RePlAce Congestion                                                                          0.830
Flip-flop count of the largest register, all copies and words added                             4
Iteration count of the initial detailed-routing pass                                            2
Worst setup margin                                                                        18.6 ps
Pin count of the biggest net entering global routing                                            6
Buffers added on ports                                                                         12
Post-synth EDFFs                                                                                0
Worst path required time                                                                  1750 ps
Area figure in the yosys stat output                                                      423 µm²
Mapped Cells                                                                                   51
Vias in the first global route                                                                424
Arrival time of the worst setup path                                                      1730 ps
Worst hold stages                                                                               4
Number of warnings the tools reported                                                          30
Main kind of combinational logic by area                                              adder cells
Number of DRC violations after detailed-routing iteration 0                                     8
Final tally of setup violations                                                                 0
Vias after detailed routing                                                                   387
Vias per std cell                                                                            3.17
Synthesis-stage register bit count                                                              4
Total count of max-transition violations in the final report                                    0
Antenna viol nets, final                                                                        0
Number of distinct library cell variants in the gate-level netlist after synthesis             19
Worst slack at placement                                                                  -709 ps
Launch point of the worst hold path                                                      portB[0]
Highest net fanout along the worst path                                                         2
Sink of the worst hold path                                                          r[0]$_DFF_P_
Xor/xnor share                                                                                  0
Fraction of the mapped netlist area in simple logic gates                                   0.115
MUX area fraction                                                                          0.0592
Number of failing hold endpoints at the final stage                                             0
Mapped cell area                                                                          423 µm²
Power per standard cell area                                                           613 mW/mm²
Predominant post-synthesis flop cell                                                 sky130_fd_sc_hd__dfxtp_1
Critical Path, Cell by Cell                                                          buf_4, inv_12, ha_4, inv_2, fa_2, nand3_2, and2_4, mux2_4, a211oi_2
Number of cells in Yosys stat                                                                  51
Number of buffers created by CTS                                                                3
Share of synthesized registers carrying an async set or reset                                   0
Post-cts hold buffer count                                                                      0
Synth top cell by count                                                              sky130_fd_sc_hd__inv_1
Worst setup SP type                                                                     input pin
Clock sink count                                                                                4
Top cells by area in the synthesized netlist                                         sky130_fd_sc_hd__ha_1 (21%), sky130_fd_sc_hd__dfxtp_1 (19%), sky130_fd_sc_hd__fa_1 (9.5%)
Slowest Stage Delay on Critical Path                                                       390 ps
Hpwl dp                                                                                    887 µm
Hold WC Path Type                                                                    input pin to flop
Die outline width                                                                           80 µm
Vertical die dimension                                                                      80 µm
Slowest cell on the critical path                                                    sky130_fd_sc_hd__fa_2
Layout overhead on the synthesized area                                                     76.6%
Die outline area                                                                      0.00640 mm²
Drt total wl                                                                              1020 µm
Root buffer selected by CTS                                                          sky130_fd_sc_hd__clkbuf_4
Avg WL per Cell                                                                           8.39 µm
Min cycle time layout                                                                     1580 ps
Clock slew seen by the registers of the worst setup and hold paths                          30 ps
Area fraction in compound gates                                                             0.127
Ranking of synthesized cells by instance count                                       sky130_fd_sc_hd__inv_1 (10), sky130_fd_sc_hd__ha_1 (7), sky130_fd_sc_hd__nand3_1 (6)
Wire length of the first global-routing pass                                              1660 µm
Initial antenna violation count                                                                 0
Adder Area Share                                                                            0.302
Synthesized area per cell                                                                8.29 µm²
Clock tree from TritonCTS                                                                   built
Antenna fix cells                                                                               0
Row Count                                                                                      21
Total track usage                                                                          0.0311
Core footprint                                                                        0.00342 mm²
Remaining DRCs                                                                                  0
CP Class                                                                             input pin to flop
Most area-hungry cell type in the Yosys netlist                                      sky130_fd_sc_hd__ha_1
Outcome                                                                              complete, no violations
Yosys warning tally                                                                             1
Number of maximum-capacitance violations                                                        0
Seq/Total Area, Yosys                                                                       0.189
Bufs on Longest Clock Path                                                                      2
Post-layout period usage                                                                    0.988
Type of destination of the critical path                                                     flop
Share of Yosys cell area claimed by the top area cell type                                  0.207
Maximum level of the CTS H-tree                                                                 1
Utilization after layout                                                                    0.219
Boundary pin count                                                                             18
Maximum clock frequency                                                                 0.632 GHz
Core utilization before placement                                                           0.124
Fraction of layout cells with a size suffix above 1                                         0.447
=================================================================================================
-- worst max-delay path by stage --
stage | from | to | slack, ps
4_1_cts | portA[0] | r[3]$_DFF_P_ | 10
5_1_grt | portA[0] | r[3]$_DFF_P_ | -7
6_report | portA[0] | r[3]$_DFF_P_ | 20
-- worst max-delay path, delay by kind of cell --
| family | cells | cell delay, ps |
|---|---|---|
| AOI/OAI and AO/OA | 1 | 160 |
| buffers and inverters | 3 | 230 |
| and+or+nand+nor | 2 | 210 |
| muxes | 1 | 290 |
| adders and majority gates | 2 | 510 |
-- area by class of cell --
cell class              instances  area (µm²)  share of cell area
multi-input cells              34         334               0.447
repair buffers                 25         203               0.271
clock buffers                   3        22.5              0.0302
well taps                      46        57.6              0.0771
flip-flops and latches          4        80.1               0.107
inverters                      10        50.0              0.0670
-- power breakdown --
group / leakage, nW / switching (W) / internal (W) / total [W]
combinational: 0.300 / 0.0000829 / 0.000134 / 0.000217
sequential: 0.0337 / 0.00000425 / 0.000120 / 0.000124
clock: 0.0138 / 0.0000342 / 0.0000834 / 0.000118
-- placed cells by master (no fill, tap or decap), types with 2 or more instances in the layout --
| master | instances |
|---|---|
| sky130_fd_sc_hd__conb_1 | 4 |
| sky130_fd_sc_hd__ha_1 | 3 |
| sky130_fd_sc_hd__clkbuf_4 | 3 |
| sky130_fd_sc_hd__ha_4 | 3 |
| sky130_fd_sc_hd__inv_1 | 5 |
| sky130_fd_sc_hd__a211oi_2 | 2 |
| sky130_fd_sc_hd__buf_4 | 14 |
| sky130_fd_sc_hd__clkdlybuf4s50_1 | 4 |
| sky130_fd_sc_hd__inv_2 | 4 |
| sky130_fd_sc_hd__nand3_1 | 5 |
| sky130_fd_sc_hd__o21ai_0 | 2 |
| sky130_fd_sc_hd__dfxtp_1 | 4 |
| sky130_fd_sc_hd__a21oi_1 | 2 |
| sky130_fd_sc_hd__dlygate4sd2_1 | 6 |
-- through the flow --
step | area (µm²) | std cells | power, W | TNS, ps | hold slack, ps
floorplan | 467 | 54 | 0.000223 | -79.9 | 509
global placement | 681 | 117 | 0.000322 | -1830 | 996
detailed placement | 681 | 117 | 0.000323 | -1880 | 995
CTS | 734 | 121 | 0.000462 | 0 | 508
global route | 747 | 122 | 0.000504 | -7.14 | 531
finish | 747 | 122 | 0.000458 | 0 | 517
-- metal layers --
layer | wire, µm | GRT usage | vias up
li1 | - | - | 209
met4 | 0 | 0.00704 | 0
met1 | 476 | 0.0389 | 168
met5 | 0 | 0 | -
met2 | 467 | 0.0474 | 10
met3 | 79 | 0.0148 | 0
-- kinds of logic (layout without fill, tap and decap cells) --
group / Yosys count / after routing
compound gates: 9 / 9
flops: 4 / 4
simple gates: 10 / 10
fa+ha+maj: 9 / 9
mux: 2 / 2
other cells: 1 / 4
buf+inv: 16 / 38
-- what timing repair did --
item | 4_1_cts | 5_1_grt
gates cloned | 0 | 0
endpoints found under the setup margin | 3 | 1
resized | 26 | 1
setup buffers | 1 | 1
pin swaps | 6 | 2
Power and IR drop assume default switching activity.
